==> design/flow/design.v <==
module fifo_ctrl
	#(
		parameter ADDR_WIDTH = 4	 
	)
	(
		input wire clk, reset,
		input wire rd, wr,
		output wire empty, full,
		output wire [ADDR_WIDTH-1:0] w_addr,
		output wire [ADDR_WIDTH-1:0] r_addr, r_addr_next
	);
	reg [ADDR_WIDTH-1:0] w_ptr_reg, w_ptr_next, w_ptr_succ;
	reg [ADDR_WIDTH-1:0] r_ptr_reg, r_ptr_next, r_ptr_succ;
	reg full_reg, empty_reg, full_next, empty_next;
	always @(posedge clk, posedge reset)
		if (reset)
			begin
				w_ptr_reg <= 0;
				r_ptr_reg <= 0;
				full_reg <= 1'b0;
				empty_reg <= 1'b1;
			end
		else
			begin
				w_ptr_reg <= w_ptr_next;
				r_ptr_reg <= r_ptr_next;
				full_reg <= full_next;
				empty_reg <= empty_next;
			end
	always @*
	begin
		w_ptr_succ = w_ptr_reg + 1;
		r_ptr_succ = r_ptr_reg + 1;
		w_ptr_next = w_ptr_reg;
		r_ptr_next = r_ptr_reg;
		full_next = full_reg;
		empty_next = empty_reg;
		case ({wr, rd})
			2'b01:	 
				if (~empty_reg)	 
					begin
						r_ptr_next = r_ptr_succ;
						full_next = 1'b0;
						if (r_ptr_succ == w_ptr_reg)
							empty_next = 1'b1;
					end
			2'b10:  
				if (~full_reg)	 
					begin
						w_ptr_next = w_ptr_succ;
						empty_next = 1'b0;
						if (w_ptr_succ == r_ptr_reg)
							full_next = 1'b1;
					end
			2'b11:	 
				begin
					w_ptr_next = w_ptr_succ;
					r_ptr_next = r_ptr_succ;
				end
		endcase
	end
	assign w_addr = w_ptr_reg;
	assign r_addr = r_ptr_reg;
	assign r_addr_next = r_ptr_next;
	assign full = full_reg;
	assign empty = empty_reg;
endmodule
module altera_dual_port_ram_simple
	#(
		parameter DATA_WIDTH = 8,	 
		          ADDR_WIDTH = 10	 
	)
	(
		input wire clk,
		input wire we,
		input wire [ADDR_WIDTH-1:0] w_addr, r_addr,
		input wire [DATA_WIDTH-1:0] d,
		output wire [DATA_WIDTH-1:0] q
	);
	reg [DATA_WIDTH-1:0] ram [2**ADDR_WIDTH-1:0];
	reg [ADDR_WIDTH-1:0] addr_reg;
	always @(posedge clk)
	begin
		if (we)
			ram[w_addr] <= d;
		addr_reg <= r_addr;
	end
	assign q = ram[addr_reg];
endmodule
module fifo_ram
	#(
		parameter DATA_WIDTH = 8,	 
		          ADDR_WIDTH = 10	 
	)
	(
		input wire clk, reset,
		input wire rd, wr,
		input wire [DATA_WIDTH-1:0] w_data,
		output wire empty, full,
		output wire [DATA_WIDTH-1:0] r_data
	);
	wire [ADDR_WIDTH-1:0] w_addr, r_addr_next;
	wire wr_en, full_tmp;
	assign wr_en = wr & ~full_tmp;
	assign full = full_tmp;
	fifo_ctrl #(.ADDR_WIDTH(ADDR_WIDTH)) c_unit
		(.clk(clk), .reset(reset), .rd(rd), .wr(wr), .empty(empty),
		 .full(full_tmp), .w_addr(w_addr),
		 .r_addr(), .r_addr_next(r_addr_next));
	altera_dual_port_ram_simple
		#(.DATA_WIDTH(DATA_WIDTH), .ADDR_WIDTH(ADDR_WIDTH)) ram_unit
		(.clk(clk), .we(wr_en), .w_addr(w_addr), .r_addr(r_addr_next),
		 .d(w_data), .q(r_data));
endmodule
==> design/flow/run.sh <==
#!/bin/bash
# OpenROAD 26Q1-2900-gdf79404cd8, Yosys 0.63+post, stock flow scripts
make -C /OpenROAD-flow-scripts/flow DESIGN_CONFIG=/design/flow/config.mk WORK_HOME=/design/flow/orfs finish
==> design/flow/config.mk <==
export PLATFORM = sky130hd
export DESIGN_NAME = fifo_ram
export DESIGN_NICKNAME = fifo_ram
export VERILOG_FILES = /design/flow/design.v
export SDC_FILE = /design/flow/constraint.sdc
export NUM_CORES = 4
export LEC_CHECK = 1
export CORE_UTILIZATION = 30
export SYNTH_MEMORY_MAX_BITS = 65536
==> design/flow/constraint.sdc <==
current_design fifo_ram

set clk_period 178.9
set clk_io_pct 0.2

create_clock -name clk0 -period $clk_period [get_ports {clk}]

set non_clock_inputs [all_inputs -no_clocks]
set_input_delay [expr $clk_period * $clk_io_pct] -clock clk0 $non_clock_inputs
set_output_delay [expr $clk_period * $clk_io_pct] -clock clk0 [all_outputs]
==> results.cfg <==
; implementation run metrics
[worst_setup_path]
crit_fanout = 65
arrival_ns = 9.89
reg2reg_to = ram_unit.ram[217][1]$_DFFE_PP_
r2r-start = c_unit.w_ptr_reg[3]$_DFFE_PP0P_
crit_required_ns = 143.12
crit_type = reg2out
endpoint = r_data[1]
worstRegToRegCells = 6
critPathLaunchType = flip-flop
timing.reg2reg.setup_slack_ns = 174.02
cp-end-kind = output port

[power]
ir_worst_vdd_uv = 13.6
power_frac_comb_pct = 30.1
internal_power_uw = 3650
clkPwrFrac_pct = 30.6
p_per_area_nw_per_um2 = 14.8
total_power_uw = 5440
p_sw_share_pct = 32.9
power_switching_uw = 1790
p_leak_uw = 0.113
seqPwrFrac_pct = 39.3

[yosys]
async_flop_share_pct = 0.268
edf_count = 8192
ys_cells = 15378
ys_warn_count = 2
netlist_area_sq_um = 320000
synth_chip_area_sq_um = 320000
ys_ff = 8224
synth.avg_cell_area_sq_um = 20.8
synth_cell_types = 82
netlist_instances = 15378
ys_seq_share_pct = 77.0
ff_type = edfxtp_1

[floorplanning]
die_area_sq_um = 1070000
die_y_um = 1040
ios = 22
fp_util_pct = 30.1
rows = 379
core_sq_um = 1060000
die_x_um = 1040

[route]
wl_per_cell_um = 31.1
drtAntennaViolNets = 0
num_vias = 160945
first_iter_violations = 11498
firstDrtPassIters = 6
via_per_inst = 5.19
wl_um = 964000
drc_errors = 0

[run]
drv_cap = 1
openroad.warnings = 61

[outcome]
status = finished with violations
violations = capacitance limit, slew limit

[placement]
gp_congestion = 0.918
port_buffers = 21
hpwl_um = 607000

[layout]
synthToLayoutAreaGrowth_pct = 14.5
layout-drive-gt1-share_pct = 23.7
final_common_cell = edfxtp_1
largest_reg_flops = 8192
final_cell_mix = 8192 x edfxtp_1, 1746 x mux4_2, 1164 x nor2_1, 929 x mux2i_1, 912 x buf_4

[clocking]
numCtsBuffers = 808
clock_latency_ns = 1.17
htreeDepth = 6
postCtsHoldBufs = 0
cts_setup_buffers = 0
root_buffer = clkbuf_16
clk_pin_slew_ns = 0.06
cts_buffer_depth = 4
cts_sinks = 8224
cts_tree = done
ctsResizeCount = 0

[sta]
slew_viol_final = 4
rsz0062_at_grt = false
fin_hold_ws_ns = 0.561
finalSetupViolCount = 0
slew_headroom_pct = -5.20
fin_worst_skew_ns = 0.0887
fin_crit_sh_pct = 25.5
hold_viol_final = 0
max_freq_mhz = 21.9
tns_ns = 0
period_minus_slack_ns = 45.67
tightest_slew_ns = 1.56

[global_routing]
grt_antenna_before_repair = 70
grt-ovfl-total = 0
grt_max_degree = 134
grt.total_usage_pct = 19.1
grt_first_pass_wirelength_um = 1340000
grt_pass1_vias = 174546

[worst_hold_path]
hold_class = reg2reg
-- cell usage after synthesis, types with 142 or more instances --
| master | instances | share of area (%) |
|---|---|---|
| a21oi_1 | 248 | 0.39 |
| a22oi_1 | 142 | 0.33 |
| buf_2 | 241 | 0.38 |
| clkbuf_1 | 392 | 0.46 |
| edfxtp_1 | 8192 | 77 |
| mux2i_1 | 930 | 2.9 |
| mux4_2 | 1746 | 12 |
| nand2_1 | 360 | 0.42 |
| nor2_1 | 1173 | 1.4 |
| o21ai_0 | 184 | 0.29 |
| o221ai_1 | 264 | 0.72 |
| o22ai_1 | 204 | 0.40 |
-- per-stage QoR --
step	utilization (%)	std cells	instance area, sq um	setup slack, ns
5_1_grt	34.4	30956	367000	132.74
3_3_place_gp	32.0	29420	340000	133.90
4_1_cts	34.4	30926	366000	132.99
6_report	34.4	31032	367000	133.23
3_5_place_dp	32.0	29429	341000	134.31
2_1_floorplan	-	15378	320000	140.56
-- layout make-up --
cell class / instances / area (sq um)
antenna: 105 / 263
clock buffer: 999 / 21100
clock inverter: 498 / 4800
fill: 97043 / 698000
inverter: 14 / 80.1
multi-input combinational: 6137 / 68600
sequential: 8224 / 247000
tap: 14097 / 17600
timing repair buffer: 958 / 7540
-- how the worst min path moves through the flow --
stage                        startpoint                           end  depth (start not counted)
4_1_cts   c_unit.r_ptr_reg[0]$_DFF_PP0_                     flip-flop                          1
5_1_grt    c_unit.empty_reg$_DFFE_PP1P_  c_unit.empty_reg$_DFFE_PP1P_                          2
6_report  c_unit.r_ptr_reg[0]$_DFF_PP0_                     flip-flop                          1
-- power by group through the flow --
stage                 Sequential, uW  Clock [uW]  Combinational [uW]
after CTS                       2140        1690                1630
after global routing            2140        1760                1720
final                           2140        1660                1640
-- cell families (layout without fill, tap and decap cells) --
logic type | Yosys count | in the layout | share of synthesized area [%]
DFF | 8224 | 8224 | 77.0
muxes | 2729 | 2729 | 15.4
and+or+nand+nor | 1959 | 1959 | 2.59
AOI/OAI and AO/OA | 1404 | 1404 | 3.05
buffers and inverters | 1017 | 2469 | 1.85
xor gates and xnor gates | 39 | 39 | 0.107
adders and majority gates | 6 | 6 | 0.0234
other | 0 | 105 | 0
-- routing by layer --
layer | global-route usage, % | up-vias | part of all wire (%)
li1 | - | 65777 | -
met1 | 18.6 | 82028 | 29
met2 | 27.4 | 11139 | 45
met3 | 18.0 | 1898 | 21
met4 | 7.50 | 103 | 4.9
met5 | 1.62 | - | 0.22
-- critical path, cell delays in order (launching register included) --
cell and delay [ns]:
dfxtp_4 0.70, buf_4 0.69, buf_4 0.45, buf_4 0.51
buf_4 0.45, buf_12 0.45, buf_4 0.60, buf_4 0.68
mux2i_1 0.17, o221ai_1 0.35, o22ai_1 0.18, o21ai_0 0.39
nand4_1 0.57, o21ai_0 0.60, buf_4 0.21, a32oi_1 0.05
o211ai_1 0.40, buf_6 0.23, buf_4 0.16, clkdlybuf4s50_1 0.51
Power is estimated from default activity; no workload was simulated.
