==> design/flow/design.v <==
module avalon_vga_1_bit_color
	(
		output wire [31:0] o_readdata,
		output wire o_readdatavalid,
		output wire o_waitrequest,
		input wire [19:0] i_address,
		input wire i_chipselect,
		input wire i_read, 
		input wire i_write,
		input wire [31:0] i_writedata,
		input wire i_cpu_clk,
		input wire i_cpu_reset,
		output wire [17:0] o_sram_addr,
		output wire o_sram_ub_n,
		output wire o_sram_lb_n, 
		output wire o_sram_ce_n, 
		output wire o_sram_oe_n, 
		output wire o_sram_we_n,
		inout wire [15:0] io_sram_dq,
		output wire o_vga_hsync,
		output wire o_vga_vsync,
		output wire [11:0] o_vga_rgb,
		input wire i_vga_clk,
		input wire i_vga_reset
	);
	wire video_on, vsync, hsync;
	wire [9:0] pixel_x, pixel_y;
	wire vga_video_on; 
	wire wr_vram, rd_vram, rd_data_valid_vram;
	wire cpu_readdata, vga_readdata;
	wire [11:0] color;
	vga_clk_sync vga_clk_sync
		(.o_hsync(hsync), 
		 .o_vsync(vsync),
		 .o_video_on(video_on), 
		 .o_pixel_x(pixel_x), 
		 .o_pixel_y(pixel_y),
		 .i_clk(i_vga_clk),
		 .i_reset(i_vga_reset)
		);
	vram_1_bit_color_ctrl vram_1_bit_color_ctrl 
		( 
		 .o_vga_readdata(vga_readdata), 
		 .o_vga_hsync(o_vga_hsync),
		 .o_vga_vsync(o_vga_vsync),
		 .o_vga_video_on(vga_video_on),
		 .o_cpu_readdata(cpu_readdata),
		 .o_cpu_readdatavalid(rd_data_valid_vram), 
		 .o_cpu_waitrequest(o_waitrequest),
		 .i_cpu_address(i_address[18:0]),
		 .i_cpu_writedata(i_writedata[0]),
		 .i_cpu_read(rd_vram),
		 .i_cpu_write(wr_vram), 
		 .i_cpu_clk(i_cpu_clk),
		 .i_cpu_reset(i_cpu_reset),
		 .o_sram_addr(o_sram_addr), 
		 .o_sram_ub_n(o_sram_ub_n), 
		 .o_sram_lb_n(o_sram_lb_n),
		 .o_sram_ce_n(o_sram_ce_n),	 
		 .o_sram_oe_n(o_sram_oe_n), 
		 .o_sram_we_n(o_sram_we_n), 
		 .io_sram_dq(io_sram_dq),
		 .i_pixel_x(pixel_x),
		 .i_pixel_y(pixel_y),
		 .i_hsync(hsync),
		 .i_vsync(vsync),
		 .i_video_on(video_on),
		 .i_vga_clk(i_vga_clk),
		 .i_vga_reset(i_vga_reset)
		);
	palette_1_bit_color palette_1_bit_color
		(.i_color(vga_readdata), 
		 .o_color(color)
		);
	reg [9:0] q1_pixel_x, q2_pixel_x;
	reg [9:0] q1_pixel_y, q2_pixel_y;
	always @(posedge i_cpu_clk, posedge i_cpu_reset)
		if (i_cpu_reset)
			begin
				{q2_pixel_x, q1_pixel_x} <= 0;
				{q2_pixel_y, q1_pixel_y} <= 0;
			end
		else
			begin
				{q2_pixel_x, q1_pixel_x} <= {q1_pixel_x, pixel_x};
				{q2_pixel_y, q1_pixel_y} <= {q1_pixel_y, pixel_y};
			end
	reg pixel_read_reg;
	always @(posedge i_cpu_clk, posedge i_cpu_reset)
		if (i_cpu_reset)
			pixel_read_reg <= 1'b0;
		else
			pixel_read_reg <= i_read & i_chipselect & i_address[19];
	assign o_readdatavalid = rd_data_valid_vram | pixel_read_reg;
	assign wr_vram = i_write & i_chipselect & ~i_address[19];
	assign rd_vram = i_read & i_chipselect & ~i_address[19];
	assign o_readdata = ~pixel_read_reg ? {31'b0, cpu_readdata} :
	                                      {12'b0, q2_pixel_y, q1_pixel_x};
	assign o_vga_rgb = vga_video_on ? color : 12'b0;
endmodule
module fifo_async
	#(
		parameter DATA_WIDTH = 16,
		          ADDR_WIDTH = 9
	)
	(
		output wire [DATA_WIDTH-1:0] o_rd_data,
		output wire o_rd_empty,
		input wire i_read,
		input wire i_rd_clk,
		input wire i_rd_reset,
		output wire o_wr_full,
		input wire [DATA_WIDTH-1:0] i_wr_data,
		input wire i_write,
		input wire i_wr_clk,
		input wire i_wr_reset
	);
	reg [DATA_WIDTH-1:0] fifo_mem [0:2**ADDR_WIDTH - 1];
	reg [ADDR_WIDTH:0] r_addr_reg;
	reg [DATA_WIDTH-1:0] r_data_reg;
	always @(posedge i_rd_clk, posedge i_rd_reset)
		if (i_rd_reset)
			begin
				r_addr_reg <= 0;
				r_data_reg <= 0;
			end
		else 
			begin
				r_data_reg <= fifo_mem[r_addr_reg];
				if (i_read && ~o_rd_empty)
					r_addr_reg <= r_addr_reg + 1;
			end
	assign o_rd_data = r_data_reg;
	reg [ADDR_WIDTH:0] w_addr_reg;
	always @(posedge i_wr_clk, posedge i_wr_reset)
		if (i_wr_reset)
			w_addr_reg <= 0;
		else if (i_write & ~o_wr_full)
			begin
				fifo_mem[w_addr_reg] <= i_wr_data;
				w_addr_reg <= w_addr_reg + 1;
			end
	wire [ADDR_WIDTH:0] r_addr_gray, w_addr_gray;
	assign r_addr_gray = r_addr_reg ^ (r_addr_reg >> 1);
	assign w_addr_gray = w_addr_reg ^ (w_addr_reg >> 1);
	reg [ADDR_WIDTH:0] rq2_wgray, rq1_wgray;
	reg [ADDR_WIDTH:0] wq2_rgray, wq1_rgray;
	always @(posedge i_rd_clk, posedge i_rd_reset)
		if (i_rd_reset)
			{rq2_wgray, rq1_wgray} <= 0;
		else
			{rq2_wgray, rq1_wgray} <= {rq1_wgray, w_addr_gray};
	always @(posedge i_wr_clk, posedge i_wr_reset)
		if (i_wr_reset)
			{wq2_rgray, wq1_rgray} <= 0;
		else
			{wq2_rgray, wq1_rgray} <= {wq1_rgray, r_addr_gray};
	assign o_wr_full = 
		(w_addr_gray[ADDR_WIDTH:ADDR_WIDTH-1] == ~wq2_rgray[ADDR_WIDTH:ADDR_WIDTH-1])
		&& (w_addr_gray[ADDR_WIDTH-2:0] == wq2_rgray[ADDR_WIDTH-2:0]);
	assign o_rd_empty = (r_addr_gray == rq2_wgray);
endmodule
module palette_1_bit_color
	(
		output wire [11:0] o_color,
		input wire i_color
	);
	assign o_color = (i_color == 1'b1) ? 12'hfff : 12'h000;
endmodule
module vga_clk_sync
	(
		output wire [9:0] o_pixel_x, 
		output wire [9:0] o_pixel_y,
		output wire o_hsync, 
		output wire o_vsync, 
		output wire o_video_on, 
		input wire i_clk, 
		input wire i_reset
	);
	localparam HD = 640;	 
	localparam HF = 16 ;	 
	localparam HB = 48 ;	 
	localparam HR = 96 ;	 
	localparam VD = 480;	 
	localparam VF = 10 ;	 
	localparam VB = 33 ;	 
	localparam VR = 2  ;	 
	reg [9:0] h_count_reg, v_count_reg;
	wire h_end, v_end, pixel_tick;
	always @(posedge i_clk, posedge i_reset)
		if (i_reset)
			begin
				v_count_reg <= 0;
				h_count_reg <= 0;
			end
		else
			if (h_end)
				begin
					h_count_reg <= 0;
					if (v_end)
						v_count_reg <= 0;
					else
						v_count_reg <= v_count_reg + 1;
				end
			else
				h_count_reg <= h_count_reg + 1;
	assign h_end = (h_count_reg == (HD + HF + HB + HR - 1));
	assign v_end = (v_count_reg == (VD + VF + VB + VR - 1));
	assign o_hsync = h_count_reg < (HD + HF) || h_count_reg > (HD + HF + HR - 1);
	assign o_vsync = v_count_reg < (VD + VF) || v_count_reg > (VD + VF + VR - 1);
	assign o_video_on = (h_count_reg < HD) && (v_count_reg < VD);
	assign o_pixel_x = h_count_reg;
	assign o_pixel_y = v_count_reg;
endmodule
module vram_1_bit_color_ctrl
	(
		output wire o_vga_readdata,
		output wire o_vga_hsync,
		output wire o_vga_vsync,
		output wire o_vga_video_on,
		output wire o_cpu_readdata,
		output wire o_cpu_readdatavalid,
		output wire o_cpu_waitrequest, 
		input wire [18:0] i_cpu_address,
		input wire i_cpu_writedata,
		input wire i_cpu_read,
		input wire i_cpu_write, 
		input wire i_cpu_clk,
		input wire i_cpu_reset,
		output wire [17:0] o_sram_addr,
		output wire o_sram_ub_n,
		output wire o_sram_lb_n, 
		output wire o_sram_ce_n, 
		output wire o_sram_oe_n, 
		output wire o_sram_we_n,
		inout wire [15:0] io_sram_dq,
		input wire [9:0] i_pixel_x,
		input wire [9:0] i_pixel_y,
		input wire i_hsync,
		input wire i_vsync,
		input wire i_video_on,
		input wire i_vga_clk,
		input wire i_vga_reset
	);
	reg [9:0] q2_pixel_y, q1_pixel_y;
	reg q2_video_on, q1_video_on;
	always @(posedge i_cpu_clk, posedge i_cpu_reset)
		if (i_cpu_reset)
			begin
				{q2_pixel_y, q1_pixel_y} <= 0;
				{q2_video_on, q1_video_on} <= 0;
			end
		else
			begin
				{q2_pixel_y, q1_pixel_y} <= {q1_pixel_y, i_pixel_y};
				{q2_video_on, q1_video_on} <= {q1_video_on, i_video_on};
			end
	localparam ROW_PX_CNT = 640;
	localparam ADDR_WIDTH = $clog2(ROW_PX_CNT / 16);  
	wire [15:0] fifo_rd_data;
	wire fifo_rd, fifo_wr;
	fifo_async #(.DATA_WIDTH(16), .ADDR_WIDTH(ADDR_WIDTH)) fifo_async
		(.o_rd_data(fifo_rd_data),
		 .o_rd_empty(),
		 .i_read(fifo_rd),
		 .i_rd_clk(i_vga_clk),
		 .i_rd_reset(i_vga_reset),
		 .o_wr_full(),
		 .i_wr_data(io_sram_dq),
		 .i_write(fifo_wr),
		 .i_wr_clk(i_cpu_clk),
		 .i_wr_reset(i_cpu_reset)
		);
	localparam [1:0]
		idle		= 2'd0,
		refresh 	= 2'd1,
		prewrite	= 2'd2;
	reg [1:0] state_reg;
	reg cpu_wr_data_reg;
	reg cpu_rd_data_reg;
	reg [15:0] sram_wr_data_reg;
	reg refresh_pending_reg;
	reg [9:0] row_cnt_reg;
	reg [18:0] sram_addr_reg;
	reg [1:0] sram_ulb_n_reg;
	reg ce_n_reg;
	reg oe_n_reg;
	reg we_n_reg;
	wire cpu_rd, cpu_wr;
	assign cpu_rd = i_cpu_read & ~o_cpu_waitrequest;
	assign cpu_wr = i_cpu_write & ~o_cpu_waitrequest;
	wire [18:0] vga_row_calc_addr;
	assign vga_row_calc_addr = {q2_pixel_y, 9'b0} + {2'b0, q2_pixel_y, 7'b0};
	always @(posedge i_cpu_clk, posedge i_cpu_reset)
		if (i_cpu_reset)
			begin
				state_reg <= idle;
				cpu_wr_data_reg <= 0;
				sram_wr_data_reg <= 0;
				sram_addr_reg <= 0;
				sram_ulb_n_reg <= 2'b11;
				ce_n_reg <= 1'b1;
				oe_n_reg <= 1'b1;
				we_n_reg <= 1'b1;
				refresh_pending_reg <= 1'b1;
				row_cnt_reg <= 0;
			end
		else
			begin
				sram_ulb_n_reg <= 2'b11;
				ce_n_reg <= 1'b1;
				oe_n_reg <= 1'b1;
				we_n_reg <= 1'b1;
				case (state_reg)
					idle:
						begin
							if (~q2_video_on)
								refresh_pending_reg <= 1'b1;
							if (q2_video_on & refresh_pending_reg)
								begin
									state_reg <= refresh;
									row_cnt_reg <= 39;	 
									ce_n_reg <= 1'b0;
									oe_n_reg <= 1'b0;
									sram_ulb_n_reg <= 2'b00;
									sram_addr_reg <= vga_row_calc_addr;
								end
							else if (cpu_rd)
								begin
									ce_n_reg <= 1'b0;
									oe_n_reg <= 1'b0;
									sram_ulb_n_reg <= 2'b00;
									sram_addr_reg <= i_cpu_address;
								end
							else if (cpu_wr)
								begin
									state_reg <= prewrite;
									ce_n_reg <= 1'b0;
									oe_n_reg <= 1'b0;
									sram_ulb_n_reg <= 2'b00;
									sram_addr_reg <= i_cpu_address;
									cpu_wr_data_reg <= i_cpu_writedata;
								end
						end
					prewrite:
						begin
							state_reg <= idle;
							ce_n_reg <= 1'b0;
							we_n_reg <= 1'b0;
							sram_ulb_n_reg <= 2'b00;
							sram_wr_data_reg <= io_sram_dq[15:0];
							sram_wr_data_reg[sram_addr_reg[3:0]] <= cpu_wr_data_reg;
						end
					refresh:
						begin
							if (row_cnt_reg == 0)
								begin
									state_reg <= idle;
									refresh_pending_reg <= 1'b0;
								end
							else
								begin
									ce_n_reg <= 1'b0;
									oe_n_reg <= 1'b0;
									sram_ulb_n_reg <= 2'b00;
									sram_addr_reg <= sram_addr_reg + 16;
									row_cnt_reg <= row_cnt_reg - 1;
								end
						end
				endcase
			end
	reg [1:0] cpu_rd_pipe;
	always @(posedge i_cpu_clk, posedge i_cpu_reset)
		if (i_cpu_reset)
			begin
				cpu_rd_pipe <= 0;
				cpu_rd_data_reg <= 0;
			end
		else
			begin
				if (cpu_rd_pipe[0])
					cpu_rd_data_reg <= io_sram_dq[sram_addr_reg[3:0]];
				cpu_rd_pipe <= {cpu_rd_pipe[0], cpu_rd};
			end
	assign fifo_wr = (state_reg == refresh);
	assign o_cpu_waitrequest = 
		(q2_video_on && refresh_pending_reg) || 
		(state_reg == refresh) ||
		(state_reg == prewrite);
	assign o_cpu_readdatavalid = cpu_rd_pipe[1];
	assign o_cpu_readdata = cpu_rd_data_reg;
	localparam PL = 4;
	reg [PL-1:0] hsync_pipe;
	reg [PL-1:0] vsync_pipe;
	reg [PL-1:0] video_on_pipe;
	reg [3:0] vga_rd_byte_reg;
	always @(posedge i_vga_clk, posedge i_vga_reset)
		if (i_vga_reset)
			begin
				hsync_pipe <= 0;
				vsync_pipe <= 0;
				video_on_pipe <= 0;
				vga_rd_byte_reg <= 0;
			end
		else 
			begin
				hsync_pipe <= {hsync_pipe[PL-2:0], i_hsync};
				vsync_pipe <= {vsync_pipe[PL-2:0], i_vsync};
				video_on_pipe <= {video_on_pipe[PL-2:0], i_video_on};
				if (~video_on_pipe[PL-1])
					vga_rd_byte_reg <= 0;
				else
					vga_rd_byte_reg <= vga_rd_byte_reg + 1;
			end
	assign fifo_rd = video_on_pipe[PL-1] && (vga_rd_byte_reg == 14);
	assign o_vga_hsync = hsync_pipe[PL-1];
	assign o_vga_vsync = vsync_pipe[PL-1];
	assign o_vga_video_on = video_on_pipe[PL-1];
	assign o_vga_readdata = fifo_rd_data[vga_rd_byte_reg];
	assign o_sram_addr = {4'b0, sram_addr_reg[18:4]};
	assign o_sram_lb_n = sram_ulb_n_reg[0];
	assign o_sram_ub_n = sram_ulb_n_reg[1];
	assign o_sram_ce_n = ce_n_reg;
	assign o_sram_oe_n = oe_n_reg;
	assign o_sram_we_n = we_n_reg;
	assign io_sram_dq = we_n_reg ? 16'bz : sram_wr_data_reg;
endmodule
==> design/flow/run.sh <==
#!/bin/bash
# OpenROAD 26Q1-2900-gdf79404cd8, Yosys 0.63+post, stock flow scripts
make -C /OpenROAD-flow-scripts/flow DESIGN_CONFIG=/design/flow/config.mk WORK_HOME=/design/flow/orfs finish
==> design/flow/config.mk <==
export PLATFORM = sky130hd
export DESIGN_NAME = avalon_vga_1_bit_color
export DESIGN_NICKNAME = avalon_vga_1_bit_color
export VERILOG_FILES = /design/flow/design.v
export SDC_FILE = /design/flow/constraint.sdc
export NUM_CORES = 4
export LEC_CHECK = 1
export CORE_UTILIZATION = 50
==> design/flow/constraint.sdc <==
current_design avalon_vga_1_bit_color

set clk_period 5.4
set clk_io_pct 0.2

create_clock -name clk0 -period $clk_period [get_ports {i_cpu_clk}]
create_clock -name clk1 -period $clk_period [get_ports {i_vga_clk}]

set non_clock_inputs [all_inputs -no_clocks]
set_input_delay [expr $clk_period * $clk_io_pct] -clock clk0 $non_clock_inputs
set_output_delay [expr $clk_period * $clk_io_pct] -clock clk0 [all_outputs]
==> run notes <==
Implementation summary

The HPWL after detailed placement is 107700 microns. According to the logs, the last stage reached was 4_1_cts. The run stopped with a tool error.

The weighted congestion reported at the end of routability-driven placement is 1.020. The number of gates resized after cts is 0. The tool reported: "[error] [KeplerFormal.cpp:679] Workflow failed: Iso has multiple drivers: .io_sram_dq2, io_sram_dq[2]$_DFFE_PP0P_.Q0". The share of Yosys cell area claimed by the top area cell type is 66.20%. The number of clock sinks seen by CTS is 1207. The synthesis report lists the Yosys warning total as 6. The chip width is 306.8 microns. In the post-synthesis netlist, the biggest area contributors are sky130_fd_sc_hd__edfxtp_1 66%, sky130_fd_sc_hd__dfrtp_1 9.6%, sky130_fd_sc_hd__a22o_1 4.7%. In this run, synthesis inferred 1024 flip-flops with an integrated enable.

At the floorplan stage, the core utilization is reported as 50.60%. The largest area contributor in the netlist is sky130_fd_sc_hd__edfxtp_1. The dominant register cell is sky130_fd_sc_hd__edfxtp_1.

For reference, the placement row count at floorplan is 111. In this run, distinct cell masters in the synthesized netlist total 73. The post-synthesis instance area is 46450 sq um. Per the placement log, port buffering inserted 82 buffers. The cell total in the yosys stat output is 2736. The number of post-CTS setup repair buffers is 0. sky130_fd_sc_hd__edfxtp_1 is the most common cell in the netlist. A synthesized cell averages 16.98 sq um. Post-synthesis, Yosys gives the total cell area as 46450 sq um. Sequential cells were found to cover 76.07% of the synthesized design area. For reference, the top cells by count after synthesis are 1024 x sky130_fd_sc_hd__edfxtp_1, 251 x sky130_fd_sc_hd__a22o_1, 239 x sky130_fd_sc_hd__a221oi_1. Pin placement for this block handled 146 I/O pins. The cell count after synthesis is 2736.

The hold buffer count at CTS is 0. The synthesized flop and latch total is 1207. According to the floorplan report, the die height is 306.8 microns.

In the synthesized netlist the async set-or-reset flop fraction comes to 15.16%.
==> cell families after synthesis <==
kind of cell / Yosys count / synth area share, %
other: 1 / 0.008073
buffers and inverters: 251 / 3.232
AOI/OAI and AO/OA: 648 / 11.42
xor gates and xnor gates: 54 / 1.018
adders and majority gates: 48 / 1.309
DFF: 1207 / 76.07
muxes: 43 / 1.344
and+or+nand+nor: 484 / 5.603
==> per-stage QoR <==
step	setup slack (ps)	hold slack, ps	instances	util [%]	cell area (sq um)
after detailed placement	1240	334.7	4045	53.49	49100
after global placement	1256	332.3	4045	53.49	49100
after floorplan	128.3	331.2	2750	-	46500
