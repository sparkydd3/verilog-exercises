$ cat flow/design.v
module altera_dual_port_ram_true
	#(
		parameter DATA_WIDTH = 8,	 
		          ADDR_WIDTH = 10	 
	)
	(
		input wire clk,
		input wire we_a, we_b,
		input wire [ADDR_WIDTH-1:0] addr_a, addr_b,
		input wire [DATA_WIDTH-1:0] d_a, d_b,
		output wire [DATA_WIDTH-1:0] q_a, q_b
	);
	reg [DATA_WIDTH-1:0] ram [2**ADDR_WIDTH-1:0];
	reg [DATA_WIDTH-1:0] data_a_reg, data_b_reg;
	always @(posedge clk)
	begin
		if (we_a)
		begin
			ram[addr_a] <= d_a;
			data_a_reg <= d_a;
		end
		else
			data_a_reg <= ram[addr_a];
	end
	always @(posedge clk)
	begin
		if (we_b)
		begin
			ram[addr_b] <= d_b;
			data_b_reg <= d_b;
		end
		else
			data_b_reg <= ram[addr_b];
	end
	assign q_a = data_a_reg;
	assign q_b = data_b_reg;
endmodule
$ cat flow/run.sh
#!/bin/bash
# OpenROAD 26Q1-2900-gdf79404cd8, Yosys 0.63+post, stock flow scripts
make -C /OpenROAD-flow-scripts/flow DESIGN_CONFIG=/design/flow/config.mk WORK_HOME=/design/flow/orfs finish
$ cat flow/config.mk
export PLATFORM = sky130hd
export DESIGN_NAME = altera_dual_port_ram_true
export DESIGN_NICKNAME = altera_dual_port_ram_true
export VERILOG_FILES = /design/flow/design.v
export SDC_FILE = /design/flow/constraint.sdc
export NUM_CORES = 4
export LEC_CHECK = 1
export CORE_UTILIZATION = 40
export SYNTH_MEMORY_MAX_BITS = 65536
$ cat flow/constraint.sdc
current_design altera_dual_port_ram_true

set clk_period 95.2
set clk_io_pct 0.2

create_clock -name clk0 -period $clk_period [get_ports {clk}]

set non_clock_inputs [all_inputs -no_clocks]
set_input_delay [expr $clk_period * $clk_io_pct] -clock clk0 $non_clock_inputs
set_output_delay [expr $clk_period * $clk_io_pct] -clock clk0 [all_outputs]
==> reports/qor.csv <==
stage,metric,value,unit
timing,actual slew at the worst max-slew pin,1.75,ns
yosys,synthesis warning total,1,
clock_tree,"Clk pin slew, worst setup/hold paths",0.06,ns
floorplan,row count,404,
timing,slew margin rel.,-0.173,
outcome,status,"complete, but fails checks",
clock_tree,hold buffer count at cts,0,
pwr,PD cells,16.3,nW/um^2
grt,first-pass GRT wire length,3870000,microns
pwr,Peak VDD IR,17.6,uV
clock_tree,Clock Path Buffers,5,
yosys,Yosys Instances,38400,
timing,Final Setup Violations,0,
yosys,register area share after synthesis,0.506,
hold_path,Hold Crit Class,reg2reg,
yosys,Synth top cell by count,edfxtp_1,
place,port bufs,54,
critical_path,CP endpoint kind,flip-flop,
grt,met1 Use GR,0.571,
timing,RSZ-0062 raised after global routing,false,
timing,Final Cycle Share,0.281,
floorplan,Core Footprint,1210000,sq um
floorplan,die width,1100,microns
cells_and_area,Sequential Area,246000,sq um
critical_path,RR Startpoint,ram[730][0],
yosys,synth cell count leaders,"edfxtp_1, mux2_2, mux2i_1",
yosys,leading area contributor after synthesis,edfxtp_1,
hold_path,min-delay src,ram[793][2],
clock_tree,post_cts resized,0,
yosys,Post-synth EDFFs,8192,
clock_tree,Post CTS Setup Buffer Count,0,
drt,routed len/inst,54.1,microns
timing,Tmin final,26.71,ns
place,Detailed Place HPWL,2140000,microns
clock_tree,worst skew pair latency,1.30,ns
timing,final slew viol count,67,
pwr,P_leak,189,nW
yosys,Synth async-reset ratio,0,
yosys,Gate Count Post-Synth,38400,
critical_path,Worst EP arrival,27.88,ns
yosys,post-synthesis cell type count,82,
cells_and_area,max reg flops,8192,
yosys,"area share, top type",0.506,
yosys,Top cells by area,"edfxtp_1, mux2_2, mux2i_1",
grt,antenna violations before repair,527,
yosys,Synth Cell Area,486000,sq um
drt,Vias/cell,6.99,
drt,final wirelength,3020000,microns
clock_tree,CTS buffer count,963,
critical_path,critical path data required time,96.37,ns
grt,met3 Track Usage GR,0.408,
floorplan,fp util,0.402,
grt,number of global-route vias before repair,381000,
run,tool warning count,28,
cells_and_area,Area Overhead vs Synth,12.4,%
cells_and_area,area of the multi-input gates,222000,sq um
grt,routing usage on met2,0.644,
grt,gr usage total,0.518,
timing,Peak Freq,37.4,MHz
run,Max Cap Viol,14,
timing,final hold vios,0,
yosys,yosys stat area,486000,sq um
yosys,Synth flops,8208,
drt,Iteration-0 DRC Markers,40100,
floorplan,io pins,55,
cells_and_area,"Core Util, Final",0.451,
yosys,Main synth FF type,edfxtp_1,
critical_path,Setup CP Type,in2reg,
timing,Clock Skew,0.107,ns
cells_and_area,Fillers,107000,
critical_path,CP Launch Type,input pin,
cells_and_area,layout cell share with drive strength beyond 1,0.321,
drt,Residual DRC,0,
clock_tree,clock sinks,8208,
grt,grt ovf,0,
critical_path,crit path max fanout,53,
critical_path,crit path launch,addr_a[1],
yosys,Syn Area/Cell,12.7,sq um
clock_tree,root buffer cell,clkbuf_16,
place,GP Congestion,1.09,
outcome,failing checks,"antenna violations, max-capacitance violations, max-slew violations",
grt,layer with the highest usage,met2,
drt,drt pass-1 iters,7,
floorplan,Die Size,1220000,sq um
clock_tree,H-tree levels,6,
drt,"antenna viol nets, final",1,
clock_tree,CTS tree,yes,
floorplan,Die Span Y,1100,microns
grt,pin count of the biggest net entering global routing,94,
timing,Fin Setup TNS,0,ns
drt,routed via count,391000,
## layout make-up
type	instances	share of cell area
flip-flops and latches	8208	0.450
repair buffers	3056	0.0443
inverters	15	0.000231
diodes	1109	0.00508
clock inverters	603	0.0111
well taps	16000	0.0367
multi-input cells	25700	0.406
clock buffers	1168	0.0459
## kinds of logic after synthesis
logic type,synth area share
muxes,0.318
DFF,0.506
AOI/OAI and AO/OA,0.0854
and+or+nand+nor,0.0494
buffers and inverters,0.0412
## placed cells by master (no fill, tap or decap), types with 531 or more instances in the layout
| cell type | synthesis | final |
|---|---|---|
| edfxtp_1 | 8192 | 8192 |
| mux2_2 | 6165 | 6165 |
| mux2i_1 | 6153 | 6153 |
| o22ai_1 | 3447 | 3444 |
| buf_4 | 279 | 2918 |
| nand2_1 | 2905 | 2823 |
| o21ai_0 | 2677 | 2653 |
| diode_2 | 0 | 1109 |
| mux4_2 | 1032 | 1032 |
| clkbuf_16 | 0 | 970 |
| nor2_1 | 639 | 569 |
| nor2_2 | 532 | 544 |
| nor4_1 | 535 | 531 |
## where the power goes
group	leakage [nW]	switching [mW]	internal (mW)	total, mW
clock	15.1	1.67	2.14	3.82
sequential	73.7	0.00842	3.98	3.99
combinational	100	0.795	0.322	1.12
## per-layer routing
metal | vias to the layer above | routed length, microns
met3 | 8729 | 564000
met1 | 198000 | 953000
met4 | 379 | 290000
li1 | 151000 | -
met2 | 33300 | 1200000
met5 | - | 13900
## critical path, stage by stage
cell and delay [ns]:
buf_16 0.23, buf_4 0.60, buf_4 0.67, buf_4 0.65, buf_4 0.59, buf_4 0.61
buf_4 0.73, buf_4 0.72, mux4_2 0.41, a221oi_1 0.44, o21ai_0 0.51, a32oi_1 0.93
nand3_1 0.82, o32a_1 0.60
## final timing paths
path / endpoint / slack [ns] / cells after the start
max: data_a_reg[5] / 68.49 / 14
min: data_b_reg[2] / 1.08 / 6
max reg2reg: data_b_reg[0] / 89.24 / 9
min reg2reg: data_b_reg[2] / 1.08 / 6
## per-stage QoR
step	std cells	power [mW]	setup WS (ns)	instance area [sq um]	hold WS, ns
after floorplan	38400	4.59	73.01	486000	0.784
after global placement	53000	5.11	66.85	513000	1.09
after detailed placement	53000	5.11	67.56	513000	1.11
after CTS	54800	8.86	68.87	544000	1.06
after global routing	55300	9.02	68.78	545000	1.15
final	55900	8.92	68.49	547000	1.08
No activity file was given, so power comes from the tool's default toggle rates.
