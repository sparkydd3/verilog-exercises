<file path="/design/flow/config.mk">
export PLATFORM = sky130hd
export DESIGN_NAME = avalon_vga_3_bit_color
export DESIGN_NICKNAME = avalon_vga_3_bit_color
export VERILOG_FILES = /design/flow/design.v
export SDC_FILE = /design/flow/constraint.sdc
export NUM_CORES = 4
export LEC_CHECK = 1
export CORE_UTILIZATION = 50
</file>
<file path="/design/flow/design.v">
module avalon_vga_3_bit_color
	(
		output wire [31:0] o_readdata,
		output wire o_readdatavalid,
		output wire o_waitrequest,
		input wire [19:0] i_address,
		input wire i_chipselect,
		input wire i_read, 
		input wire i_write,
		input wire [31:0] i_writedata,
		input wire i_cpu_clk,
		input wire i_cpu_reset,
		output wire [17:0] o_sram_addr,
		output wire o_sram_ub_n,
		output wire o_sram_lb_n, 
		output wire o_sram_ce_n, 
		output wire o_sram_oe_n, 
		output wire o_sram_we_n,
		inout wire [15:0] io_sram_dq,
		output wire o_vga_hsync,
		output wire o_vga_vsync,
		output wire [11:0] o_vga_rgb,
		input wire i_vga_clk,
		input wire i_vga_reset
	);
	wire video_on, vsync, hsync;
	wire [9:0] pixel_x, pixel_y;
	wire vga_video_on; 
	wire wr_vram, rd_vram, rd_data_valid_vram;
	wire [3:0] cpu_readdata, vga_readdata;
	wire [11:0] color;
	vga_clk_sync vga_clk_sync
		(.o_hsync(hsync), 
		 .o_vsync(vsync),
		 .o_video_on(video_on), 
		 .o_pixel_x(pixel_x), 
		 .o_pixel_y(pixel_y),
		 .i_clk(i_vga_clk),
		 .i_reset(i_vga_reset)
		);
	vram_3_bit_color_ctrl vram_3_bit_color_ctrl 
		( 
		 .o_vga_readdata(vga_readdata), 
		 .o_vga_hsync(o_vga_hsync),
		 .o_vga_vsync(o_vga_vsync),
		 .o_vga_video_on(vga_video_on),
		 .o_cpu_readdata(cpu_readdata),
		 .o_cpu_readdatavalid(rd_data_valid_vram), 
		 .o_cpu_waitrequest(o_waitrequest),
		 .i_cpu_address(i_address[18:0]),
		 .i_cpu_writedata(i_writedata[3:0]),
		 .i_cpu_read(rd_vram),
		 .i_cpu_write(wr_vram), 
		 .i_cpu_clk(i_cpu_clk),
		 .i_cpu_reset(i_cpu_reset),
		 .o_sram_addr(o_sram_addr), 
		 .o_sram_ub_n(o_sram_ub_n), 
		 .o_sram_lb_n(o_sram_lb_n),
		 .o_sram_ce_n(o_sram_ce_n),	 
		 .o_sram_oe_n(o_sram_oe_n), 
		 .o_sram_we_n(o_sram_we_n), 
		 .io_sram_dq(io_sram_dq),
		 .i_pixel_x(pixel_x),
		 .i_pixel_y(pixel_y),
		 .i_hsync(hsync),
		 .i_vsync(vsync),
		 .i_video_on(video_on),
		 .i_vga_clk(i_vga_clk),
		 .i_vga_reset(i_vga_reset)
		);
	palette_3_bit_color palette_3_bit_color
		(.i_color(vga_readdata), 
		 .o_color(color)
		);
	reg [9:0] q1_pixel_x, q2_pixel_x;
	reg [9:0] q1_pixel_y, q2_pixel_y;
	always @(posedge i_cpu_clk, posedge i_cpu_reset)
		if (i_cpu_reset)
			begin
				{q2_pixel_x, q1_pixel_x} <= 0;
				{q2_pixel_y, q1_pixel_y} <= 0;
			end
		else
			begin
				{q2_pixel_x, q1_pixel_x} <= {q1_pixel_x, pixel_x};
				{q2_pixel_y, q1_pixel_y} <= {q1_pixel_y, pixel_y};
			end
	reg pixel_read_reg;
	always @(posedge i_cpu_clk, posedge i_cpu_reset)
		if (i_cpu_reset)
			pixel_read_reg <= 1'b0;
		else
			pixel_read_reg <= i_read & i_chipselect & i_address[19];
	assign o_readdatavalid = rd_data_valid_vram | pixel_read_reg;
	assign wr_vram = i_write & i_chipselect & ~i_address[19];
	assign rd_vram = i_read & i_chipselect & ~i_address[19];
	assign o_readdata = ~pixel_read_reg ? {28'b0, cpu_readdata} :
	                                      {12'b0, q2_pixel_y, q1_pixel_x};
	assign o_vga_rgb = vga_video_on ? color : 12'b0;
endmodule
module fifo_async
	#(
		parameter DATA_WIDTH = 16,
		          ADDR_WIDTH = 9
	)
	(
		output wire [DATA_WIDTH-1:0] o_rd_data,
		output wire o_rd_empty,
		input wire i_read,
		input wire i_rd_clk,
		input wire i_rd_reset,
		output wire o_wr_full,
		input wire [DATA_WIDTH-1:0] i_wr_data,
		input wire i_write,
		input wire i_wr_clk,
		input wire i_wr_reset
	);
	reg [DATA_WIDTH-1:0] fifo_mem [0:2**ADDR_WIDTH - 1];
	reg [ADDR_WIDTH:0] r_addr_reg;
	reg [DATA_WIDTH-1:0] r_data_reg;
	always @(posedge i_rd_clk, posedge i_rd_reset)
		if (i_rd_reset)
			begin
				r_addr_reg <= 0;
				r_data_reg <= 0;
			end
		else 
			begin
				r_data_reg <= fifo_mem[r_addr_reg];
				if (i_read && ~o_rd_empty)
					r_addr_reg <= r_addr_reg + 1;
			end
	assign o_rd_data = r_data_reg;
	reg [ADDR_WIDTH:0] w_addr_reg;
	always @(posedge i_wr_clk, posedge i_wr_reset)
		if (i_wr_reset)
			w_addr_reg <= 0;
		else if (i_write & ~o_wr_full)
			begin
				fifo_mem[w_addr_reg] <= i_wr_data;
				w_addr_reg <= w_addr_reg + 1;
			end
	wire [ADDR_WIDTH:0] r_addr_gray, w_addr_gray;
	assign r_addr_gray = r_addr_reg ^ (r_addr_reg >> 1);
	assign w_addr_gray = w_addr_reg ^ (w_addr_reg >> 1);
	reg [ADDR_WIDTH:0] rq2_wgray, rq1_wgray;
	reg [ADDR_WIDTH:0] wq2_rgray, wq1_rgray;
	always @(posedge i_rd_clk, posedge i_rd_reset)
		if (i_rd_reset)
			{rq2_wgray, rq1_wgray} <= 0;
		else
			{rq2_wgray, rq1_wgray} <= {rq1_wgray, w_addr_gray};
	always @(posedge i_wr_clk, posedge i_wr_reset)
		if (i_wr_reset)
			{wq2_rgray, wq1_rgray} <= 0;
		else
			{wq2_rgray, wq1_rgray} <= {wq1_rgray, r_addr_gray};
	assign o_wr_full = 
		(w_addr_gray[ADDR_WIDTH:ADDR_WIDTH-1] == ~wq2_rgray[ADDR_WIDTH:ADDR_WIDTH-1])
		&& (w_addr_gray[ADDR_WIDTH-2:0] == wq2_rgray[ADDR_WIDTH-2:0]);
	assign o_rd_empty = (r_addr_gray == rq2_wgray);
endmodule
module palette_3_bit_color
	(
		output wire [11:0] o_color,
		input wire [3:0] i_color
	);
	assign o_color =
		{{4{i_color[2]}},
		 {4{i_color[1]}},
		 {4{i_color[0]}}};
endmodule
module vga_clk_sync
	(
		output wire [9:0] o_pixel_x, 
		output wire [9:0] o_pixel_y,
		output wire o_hsync, 
		output wire o_vsync, 
		output wire o_video_on, 
		input wire i_clk, 
		input wire i_reset
	);
	localparam HD = 640;	 
	localparam HF = 16 ;	 
	localparam HB = 48 ;	 
	localparam HR = 96 ;	 
	localparam VD = 480;	 
	localparam VF = 10 ;	 
	localparam VB = 33 ;	 
	localparam VR = 2  ;	 
	reg [9:0] h_count_reg, v_count_reg;
	wire h_end, v_end, pixel_tick;
	always @(posedge i_clk, posedge i_reset)
		if (i_reset)
			begin
				v_count_reg <= 0;
				h_count_reg <= 0;
			end
		else
			if (h_end)
				begin
					h_count_reg <= 0;
					if (v_end)
						v_count_reg <= 0;
					else
						v_count_reg <= v_count_reg + 1;
				end
			else
				h_count_reg <= h_count_reg + 1;
	assign h_end = (h_count_reg == (HD + HF + HB + HR - 1));
	assign v_end = (v_count_reg == (VD + VF + VB + VR - 1));
	assign o_hsync = h_count_reg < (HD + HF) || h_count_reg > (HD + HF + HR - 1);
	assign o_vsync = v_count_reg < (VD + VF) || v_count_reg > (VD + VF + VR - 1);
	assign o_video_on = (h_count_reg < HD) && (v_count_reg < VD);
	assign o_pixel_x = h_count_reg;
	assign o_pixel_y = v_count_reg;
endmodule
module vram_3_bit_color_ctrl
	(
		output wire [3:0] o_vga_readdata,
		output wire o_vga_hsync,
		output wire o_vga_vsync,
		output wire o_vga_video_on,
		output wire [3:0] o_cpu_readdata,
		output wire o_cpu_readdatavalid,
		output wire o_cpu_waitrequest, 
		input wire [18:0] i_cpu_address,
		input wire [3:0] i_cpu_writedata,
		input wire i_cpu_read,
		input wire i_cpu_write, 
		input wire i_cpu_clk,
		input wire i_cpu_reset,
		output wire [17:0] o_sram_addr,
		output wire o_sram_ub_n,
		output wire o_sram_lb_n, 
		output wire o_sram_ce_n, 
		output wire o_sram_oe_n, 
		output wire o_sram_we_n,
		inout wire [15:0] io_sram_dq,
		input wire [9:0] i_pixel_x,
		input wire [9:0] i_pixel_y,
		input wire i_hsync,
		input wire i_vsync,
		input wire i_video_on,
		input wire i_vga_clk,
		input wire i_vga_reset
	);
	reg [9:0] q2_pixel_y, q1_pixel_y;
	reg q2_video_on, q1_video_on;
	always @(posedge i_cpu_clk, posedge i_cpu_reset)
		if (i_cpu_reset)
			begin
				{q2_pixel_y, q1_pixel_y} <= 0;
				{q2_video_on, q1_video_on} <= 0;
			end
		else
			begin
				{q2_pixel_y, q1_pixel_y} <= {q1_pixel_y, i_pixel_y};
				{q2_video_on, q1_video_on} <= {q1_video_on, i_video_on};
			end
	localparam ROW_PX_CNT = 640;
	localparam ADDR_WIDTH = $clog2(ROW_PX_CNT / 4);  
	wire [15:0] fifo_rd_data;
	wire fifo_rd, fifo_wr;
	fifo_async #(.DATA_WIDTH(16), .ADDR_WIDTH(ADDR_WIDTH)) fifo_async
		(.o_rd_data(fifo_rd_data),
		 .o_rd_empty(),
		 .i_read(fifo_rd),
		 .i_rd_clk(i_vga_clk),
		 .i_rd_reset(i_vga_reset),
		 .o_wr_full(),
		 .i_wr_data(io_sram_dq),
		 .i_write(fifo_wr),
		 .i_wr_clk(i_cpu_clk),
		 .i_wr_reset(i_cpu_reset)
		);
	localparam [1:0]
		idle		= 2'd0,
		refresh 	= 2'd1,
		prewrite	= 2'd2;
	reg [1:0] state_reg;
	reg [3:0] cpu_wr_data_reg;
	reg [3:0] cpu_rd_data_reg;
	reg [15:0] sram_wr_data_reg;
	reg refresh_pending_reg;
	reg [9:0] row_cnt_reg;
	reg [18:0] sram_addr_reg;
	reg [1:0] sram_ulb_n_reg;
	reg ce_n_reg;
	reg oe_n_reg;
	reg we_n_reg;
	wire cpu_rd, cpu_wr;
	assign cpu_rd = i_cpu_read & ~o_cpu_waitrequest;
	assign cpu_wr = i_cpu_write & ~o_cpu_waitrequest;
	wire [18:0] vga_row_calc_addr;
	assign vga_row_calc_addr = {q2_pixel_y, 9'b0} + {2'b0, q2_pixel_y, 7'b0};
	always @(posedge i_cpu_clk, posedge i_cpu_reset)
		if (i_cpu_reset)
			begin
				state_reg <= idle;
				cpu_wr_data_reg <= 0;
				sram_wr_data_reg <= 0;
				sram_addr_reg <= 0;
				sram_ulb_n_reg <= 2'b11;
				ce_n_reg <= 1'b1;
				oe_n_reg <= 1'b1;
				we_n_reg <= 1'b1;
				refresh_pending_reg <= 1'b1;
				row_cnt_reg <= 0;
			end
		else
			begin
				sram_ulb_n_reg <= 2'b11;
				ce_n_reg <= 1'b1;
				oe_n_reg <= 1'b1;
				we_n_reg <= 1'b1;
				case (state_reg)
					idle:
						begin
							if (~q2_video_on)
								refresh_pending_reg <= 1'b1;
							if (q2_video_on & refresh_pending_reg)
								begin
									state_reg <= refresh;
									row_cnt_reg <= 159;	 
									ce_n_reg <= 1'b0;
									oe_n_reg <= 1'b0;
									sram_ulb_n_reg <= 2'b00;
									sram_addr_reg <= vga_row_calc_addr;
								end
							else if (cpu_rd)
								begin
									ce_n_reg <= 1'b0;
									oe_n_reg <= 1'b0;
									sram_ulb_n_reg <= 2'b00;
									sram_addr_reg <= i_cpu_address;
								end
							else if (cpu_wr)
								begin
									state_reg <= prewrite;
									ce_n_reg <= 1'b0;
									oe_n_reg <= 1'b0;
									sram_ulb_n_reg <= 2'b00;
									sram_addr_reg <= i_cpu_address;
									cpu_wr_data_reg <= i_cpu_writedata;
								end
						end
					prewrite:
						begin
							state_reg <= idle;
							ce_n_reg <= 1'b0;
							we_n_reg <= 1'b0;
							sram_ulb_n_reg <= 2'b00;
							sram_wr_data_reg <= io_sram_dq;
							case (sram_addr_reg[1:0])
								2'd0: sram_wr_data_reg[3:0] <= cpu_wr_data_reg;
								2'd1: sram_wr_data_reg[7:4] <= cpu_wr_data_reg;
								2'd2: sram_wr_data_reg[11:8] <= cpu_wr_data_reg;
								2'd3: sram_wr_data_reg[15:12] <= cpu_wr_data_reg;
							endcase
						end
					refresh:
						begin
							if (row_cnt_reg == 0)
								begin
									state_reg <= idle;
									refresh_pending_reg <= 1'b0;
								end
							else
								begin
									ce_n_reg <= 1'b0;
									oe_n_reg <= 1'b0;
									sram_ulb_n_reg <= 2'b00;
									sram_addr_reg <= sram_addr_reg + 4;
									row_cnt_reg <= row_cnt_reg - 1;
								end
						end
				endcase
			end
	reg [1:0] cpu_rd_pipe;
	always @(posedge i_cpu_clk, posedge i_cpu_reset)
		if (i_cpu_reset)
			begin
				cpu_rd_pipe <= 0;
				cpu_rd_data_reg <= 0;
			end
		else
			begin
				if (cpu_rd_pipe[0])
					case (sram_addr_reg[1:0])
						2'd0 : cpu_rd_data_reg <= io_sram_dq[3:0];
						2'd1 : cpu_rd_data_reg <= io_sram_dq[7:4];
						2'd2 : cpu_rd_data_reg <= io_sram_dq[11:8];
						2'd3 : cpu_rd_data_reg <= io_sram_dq[15:12];
					endcase
				cpu_rd_pipe <= {cpu_rd_pipe[0], cpu_rd};
			end
	assign fifo_wr = (state_reg == refresh);
	assign o_cpu_waitrequest = 
		(q2_video_on && refresh_pending_reg) || 
		(state_reg == refresh) ||
		(state_reg == prewrite);
	assign o_cpu_readdatavalid = cpu_rd_pipe[1];
	assign o_cpu_readdata = cpu_rd_data_reg;
	localparam PL = 4;
	reg [PL-1:0] hsync_pipe;
	reg [PL-1:0] vsync_pipe;
	reg [PL-1:0] video_on_pipe;
	reg [1:0] vga_rd_byte_reg;
	always @(posedge i_vga_clk, posedge i_vga_reset)
		if (i_vga_reset)
			begin
				hsync_pipe <= 0;
				vsync_pipe <= 0;
				video_on_pipe <= 0;
				vga_rd_byte_reg <= 0;
			end
		else 
			begin
				hsync_pipe <= {hsync_pipe[PL-2:0], i_hsync};
				vsync_pipe <= {vsync_pipe[PL-2:0], i_vsync};
				video_on_pipe <= {video_on_pipe[PL-2:0], i_video_on};
				if (~video_on_pipe[PL-1])
					vga_rd_byte_reg <= 0;
				else
					vga_rd_byte_reg <= vga_rd_byte_reg + 1;
			end
	assign fifo_rd = video_on_pipe[PL-1] && (vga_rd_byte_reg == 2);
	assign o_vga_hsync = hsync_pipe[PL-1];
	assign o_vga_vsync = vsync_pipe[PL-1];
	assign o_vga_video_on = video_on_pipe[PL-1];
	assign o_vga_readdata = 
		(vga_rd_byte_reg == 0) ? fifo_rd_data[3:0]  : 
		(vga_rd_byte_reg == 1) ? fifo_rd_data[7:4]  :
		(vga_rd_byte_reg == 2) ? fifo_rd_data[11:8] :
		                         fifo_rd_data[15:12];
	assign o_sram_addr = {1'b0, sram_addr_reg[18:2]};
	assign o_sram_lb_n = sram_ulb_n_reg[0];
	assign o_sram_ub_n = sram_ulb_n_reg[1];
	assign o_sram_ce_n = ce_n_reg;
	assign o_sram_oe_n = oe_n_reg;
	assign o_sram_we_n = we_n_reg;
	assign io_sram_dq = we_n_reg ? 16'bz : sram_wr_data_reg;
endmodule
</file>
<file path="/design/flow/constraint.sdc">
current_design avalon_vga_3_bit_color

set clk_period 4.9
set clk_io_pct 0.2

create_clock -name clk0 -period $clk_period [get_ports {i_cpu_clk}]
create_clock -name clk1 -period $clk_period [get_ports {i_vga_clk}]

set non_clock_inputs [all_inputs -no_clocks]
set_input_delay [expr $clk_period * $clk_io_pct] -clock clk0 $non_clock_inputs
set_output_delay [expr $clk_period * $clk_io_pct] -clock clk0 [all_outputs]
</file>
<file path="/design/flow/run.sh">
#!/bin/bash
# OpenROAD 26Q1-2900-gdf79404cd8, Yosys 0.63+post, stock flow scripts
make -C /OpenROAD-flow-scripts/flow DESIGN_CONFIG=/design/flow/config.mk WORK_HOME=/design/flow/orfs finish
</file>
==> results.txt <==
State of the implementation.

- The run stopped with a tool error.
- The flow stopped in clock tree synthesis (4_1_cts).
- The tool reported: "[error] [KeplerFormal.cpp:679] Workflow failed: Iso has multiple drivers: .io_sram_dq0, io_sram_dq[0]$_DFFE_PP0P_.Q0".
- TritonCTS reports the number of clock sinks as 3267.
- The synthesized netlist cell count is ~7000, for reference.
- For this configuration, the core starts out at a cell density of 50.2%.
- Of the synthesized area, sequential elements account for between 70% and 80%.
- The mapped netlist covers ~120000 µm².
- The count of flip-flops with a built-in enable after synthesis is 3072, for reference.
- The yosys stat chip area is 122000 µm², for reference.
- The count of pins on the block boundary is about 150, for reference.
- The number of placed instances, taps included is 11100, for reference.
- Per the synth log, the flip-flop and latch total comes to 3267.
- Once the clock tree was built, the setup fixing pass inserted 0 buffers.
- The number of different library cells used by synthesis comes to roughly 70.
- The post-cts hold-fix buffer tally is 21, for reference.
- The number of buffer cells added on primary ports is between 80 and 90, for reference.
- The synthesis report lists the Yosys warning total as 6.
- The fraction of registers with async set or reset after synthesis is under 10%, for reference.
- The floorplan row count is 181, for reference.
- The floorplan die width is 496 µm, for reference.
- The commonest register cell is sky130_fd_sc_hd__edfxtp_1.
- The placer's final routability congestion estimate is 1.37, for reference.
- The vertical extent of the die is approximately 500 µm, for reference.
- Gates resized during post-CTS repair numbered 4.
- According to the dpl log, the detail-placed design has an HPWL of 588000 µm.
- The placed standard-cell area is about 140000 µm², for reference.
- The average cell area after synthesis is 17.9 µm², for reference.
- The number of standard cells reported by yosys is 6807, for reference.
per-stage QoR:
| step | power, mW | hold slack, ns | setup WS (ns) | util [%] |
|---|---|---|---|---|
| floorplan | 31.3 | 0.331 | 0.575 | - |
| global placement | 30.8 | 0.335 | -0.0786 | 56.8 |
| detailed placement | 31.8 | 0.335 | -0.103 | 56.8 |
Yosys cell counts (36+ instances only):
master	instances	share of area, %
sky130_fd_sc_hd__ha_1	55	0.56
sky130_fd_sc_hd__a221oi_1	465	3.3
sky130_fd_sc_hd__buf_2	142	0.58
sky130_fd_sc_hd__buf_1	90	0.28
sky130_fd_sc_hd__and4_1	231	1.7
sky130_fd_sc_hd__a22o_1	472	3.4
sky130_fd_sc_hd__nand2_1	121	0.37
sky130_fd_sc_hd__dfrtp_1	190	3.9
sky130_fd_sc_hd__edfxtp_1	3072	76
sky130_fd_sc_hd__nand4_1	225	1.2
sky130_fd_sc_hd__nor2_1	296	0.91
sky130_fd_sc_hd__buf_4	42	0.26
sky130_fd_sc_hd__a222oi_1	44	0.36
sky130_fd_sc_hd__clkbuf_1	165	0.51
sky130_fd_sc_hd__nor3_1	36	0.15
sky130_fd_sc_hd__o21ai_0	44	0.18
sky130_fd_sc_hd__or4_1	36	0.22
sky130_fd_sc_hd__nor4_1	97	0.50
sky130_fd_sc_hd__a22oi_1	528	3.2
sky130_fd_sc_hd__nand3_1	97	0.40
cells by family after synthesis:
family | synth area share [%]
AND/OR/NAND/NOR | 6.01
buffers and inverters | 1.92
other | 0.00307
adder cells (fa/ha/maj) | 0.580
AND-OR/OR-AND | 11.1
flip-flops | 79.6
XOR/XNOR | 0.423
multiplexers | 0.387
Power figures rest on the tool's default switching activity, not on a simulated workload.
